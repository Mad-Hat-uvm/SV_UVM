File: ./design.v
interface mem_ctrl_if(input logic clk, input logic reset_n);
    logic [31:0] addr;
    logic [31:0] wdata;
    logic [31:0] rdata;
    logic we;
    logic re;
    logic ready;
endinterface
module apb_ram(
    input presetn,
    input pclk,
    input psel,
    input penable,
    input pwrite,
    input [31:0] paddr, pwdata,
    output reg [31:0] prdata,
    output reg pready, pslverr
);
reg [31:0] mem [32];
typedef enum {idle = 0, setup = 1, access = 2, transfer = 3} state_type;
state_type state = idle;
always @ (posedge pclk) begin
    if(presetn == 1'b0) begin  
        state <= idle;
        prdata <= 32'h00000000;
        pready <= 1'b0;
        pslverr <= 1'b0;
        for(int i = 0; i < 32; i++ )begin
         mem[i] <= 0;
        end
    end
    else begin
        case(state)
            idle: 
            begin
                prdata <= 32'h00000000;
                pready <= 1'b0;
                pslverr <= 1'b0;
                state <= setup;
            end
            setup:        
            begin
                if(psel == 1) 
                 state <= access;
                else
                 state <= setup;
            end
            access:     
            begin
                if(pwrite && penable) begin
                    if(paddr < 32) begin
                        mem[paddr] <= pwdata;
                        pslverr    <= 1'b0;
                        pready     <= 1'b1;
                        state      <= transfer;
                    end
                    else begin
                        state   <= transfer;
                        pready  <= 1'b1;
                        pslverr <= 1'b1; 
                    end
                end
                else if(!pwrite && penable) begin
                    if(paddr < 32)begin
                        prdata  <= mem[paddr];
                        state   <= transfer;
                        pready  <= 1'b1;
                        pslverr <= 1'b0;
                    end
                    else begin
                        state   <= transfer;
                        pready  <= 1'b1;
                        pslverr <= 1'b1;
                        prdata  <= 32'hxxxxxxxx;
                    end
                end
                else
                   state <= setup;
            end
            transfer:
            begin
                state   <= setup;
                pready  <= 1'b0;
                pslverr <= 1'b0;
            end
            default : state <= idle;
        endcase
    end
end
endmodule
File: ./run.sh
#!/bin/bash
# OpenROAD 26Q1-2900-gdf79404cd8, Yosys 0.63+post, stock flow scripts
make -C /OpenROAD-flow-scripts/flow DESIGN_CONFIG=/design/flow/config.mk WORK_HOME=/design/flow/orfs finish
File: ./config.mk
export PLATFORM = sky130hd
export DESIGN_NAME = apb_ram
export DESIGN_NICKNAME = apb_ram
export VERILOG_FILES = /design/flow/design.v
export SDC_FILE = /design/flow/constraint.sdc
export NUM_CORES = 4
export LEC_CHECK = 1
export CORE_UTILIZATION = 30
File: ./constraint.sdc
current_design apb_ram

set clk_period 20.7
set clk_io_pct 0.2

create_clock -name clk0 -period $clk_period [get_ports {pclk}]

set non_clock_inputs [all_inputs -no_clocks]
set_input_delay [expr $clk_period * $clk_io_pct] -clock clk0 $non_clock_inputs
set_output_delay [expr $clk_period * $clk_io_pct] -clock clk0 [all_outputs]
==> out/metrics.cfg <==
[sta]
period_used_pct = 42.0
holdWs_ps = 483
setup_viol = 0
slew_viol_final = 0
skew_ps = 42.8
min_period_ps = 8690
rsz0062_at_grt = false
fmax_mhz = 115
tightest_slew_ps = 1250
slew_headroom_pct = 15.7
finalHoldViolations = 0
fin_tns_setup_ps = 0

[placed_design]
dp_hpwl_mm = 77.0
place_congestion = 0.828
port_buffers = 102
placed_cells = 5435

[layout]
fillCellCount = 14600
post-route-util_pct = 35.1
drive_above_1_share_pct = 11.2
stdcell_count = 5650
area_delta_synth_final_pct = 15.7

[power_and_ir_drop]
ir_drop_uv = 71.8
powerDensity_nw_per_um2 = 84.5
p_leak_uw = 0.0208

[routing]
viasPerCell = 4.94
ant_nets = 0
drc = 0
wirelength_mm = 139
dr.pass1.iters = 5
via_count = 27900
avgRoutedWirePerCell_um = 24.5
drtIter0Drc = 1619

[worst_setup_path]
start_kind = input port
cp_max_fo = 61
rrSetupSlack_ps = 17480
rr_worst_depth = 7
r2r_end = mem[19][11]$_SDFFCE_PN0P_
timing.rr.start = state[0]$_SDFF_PN0_
critPathArrivalTime_ps = 9270
end_kind = flop
crit_type = in2reg
crit_required_ps = 21290

[cts]
ctsRootBufferMaster = clkbuf_16
tritoncts = done
cts_sinks = 1060
cts_buffers = 113
cts_setup_buffers = 0
cts_resized = 0
holdBufCountCts = 0
clock_latency_ps = 720
cts.path.max_buffers = 3
htree_levels = 3
cts.clk_slew.worst_paths_ps = 60

[yosys]
synth_async_sr_flop_share_pct = 0
yosys.cell_types.count = 39
netlist_area_sq_um = 47600
yosys_cells = 3445
synth_cells = 3445
area_leaders = edfxtp_1 65%, and2_1 13%, mux2i_1 11%
synth_dominant_cell_count = and2_1
yosysSeqAreaShare_pct = 66.1
top_cell_area_share_pct = 64.6
top_cells_by_count = 1025 x and2_1, 1024 x edfxtp_1, 512 x mux2i_1
ys_area_sq_um = 47600
synth_area_leader_cell = edfxtp_1
avgSynthCellArea_sq_um = 13.8
synth-edff-count = 1024
synth-warning-count = 1
ys.flop_type = edfxtp_1
ys_ff = 1060

[run]
cap_viol_max_count = 0
openroad.warnings = 28

[global_route]
grt_pass1_wl_mm = 199
track_usage_pct = 18.2
grt-ovfl-total = 0
antenna_found_initial = 13
grt_max_degree = 79
first_global_vias = 28300

[die]
ios = 103
core-area_sq_um = 157000
die_w_um = 400
fp-row-count = 145
design.die.area_sq_um = 160000
die.size.y_um = 400
fp-utilization_pct = 30.3

[status]
outcome = finished clean

[hold_path]
worstHoldPathCells = 1
hold_class = reg2reg
whs_endpoint = prdata[20]$_SDFFE_PN0P_
holdCritStartpoint = prdata[20]$_SDFFE_PN0P_

-- state kept, by name, summed over array words and instances, names as in the netlist --
name / flops
mem: 1024
prdata: 32
pready: 1
pslverr: 1
state: 2
-- through the flow --
stage	area, sq um	power [uW]	worst slack (ps)
floorplan	47600	2620	12560
global route	55100	4790	11750
CTS	55100	4690	12010
finish	55100	4660	12010
detailed placement	51500	2750	11270
global placement	51500	2740	11340
-- critical path, cell delays in order --
cell	delay (ps)
buf_8	410
buf_4	710
buf_4	700
buf_4	700
buf_4	720
buf_4	700
mux2i_1	260
o22ai_1	100
nor4_1	330
nand2_1	100
a22o_1	190
-- how the worst max path moves through the flow --
| stage | startpoint | end | slack (ps) |
|---|---|---|---|
| CTS | paddr[1] | prdata[27]$_SDFFE_PN0P_ | 12010 |
| global route | paddr[1] | prdata[2]$_SDFFE_PN0P_ | 11750 |
| finish | paddr[1] | prdata[27]$_SDFFE_PN0P_ | 12010 |
-- power breakdown --
part	internal (uW)	leakage (uW)	switching (uW)
Clock	1120	0.00175	834
Combinational	85.9	0.00804	191
Sequential	2410	0.0110	16.3
-- placed cells by master (no fill, tap or decap), drive strengths merged, types with 3 or more instances in the layout --
| master | synthesis | layout |
|---|---|---|
| and2 | 1025 | 1025 |
| or4 | 3 | 3 |
| nor4 | 70 | 70 |
| o21ai | 32 | 32 |
| or4b | 4 | 4 |
| mux2i | 512 | 512 |
| nand2b | 3 | 3 |
| nand3 | 6 | 6 |
| clkinv | 0 | 38 |
| o22ai | 256 | 256 |
| dfxtp | 36 | 36 |
| nor2 | 34 | 34 |
| ha | 3 | 3 |
| buf | 38 | 165 |
| inv | 4 | 9 |
| nor2b | 3 | 3 |
| nand4bb | 6 | 6 |
| nand2 | 39 | 39 |
| clkdlybuf4s50 | 0 | 100 |
| edfxtp | 1024 | 1024 |
| clkbuf | 295 | 164 |
| bufinv | 0 | 4 |
| a22o | 32 | 32 |
| nand4b | 4 | 4 |
-- layer usage --
layer	vias up	part of all wire, %	track usage [%]
met5	-	0.15	0.535
met4	16	2.8	4.20
met3	271	14	10.9
met2	1470	46	27.3
met1	13500	38	22.8
li1	12700	-	-
-- logic make-up (layout without fill, tap and decap cells) --
| group | count (synthesis) | count (layout) | share of synthesized area, % |
|---|---|---|---|
| AND-OR/OR-AND | 326 | 326 | 4.38 |
| AND/OR/NAND/NOR | 1207 | 1207 | 15.8 |
| buffers and inverters | 337 | 482 | 2.94 |
| other | 0 | 2 | 0 |
| flip-flops | 1060 | 1060 | 66.1 |
| multiplexers | 512 | 512 | 10.8 |
| adder cells (fa/ha/maj) | 3 | 3 | 0.0788 |
-- final cells by class --
class / instances / area (sq um) / area share [%]
Clock buffer: 164 / 3200 / 5.81
Tap cell: 2058 / 2570 / 4.67
Antenna cell: 2 / 5.00 / 0.00908
Multi-Input combinational cell: 2048 / 15200 / 27.6
Inverter: 4 / 15.0 / 0.0272
Sequential cell: 1060 / 31500 / 57.1
Clock inverter: 49 / 397 / 0.720
Timing Repair Buffer: 265 / 2260 / 4.10
No activity file was given, so power comes from the tool's default toggle rates.
